`flow/run.sh`:
```
#!/bin/bash
# OpenROAD 26Q1-2900-gdf79404cd8, Yosys 0.63+post, stock flow scripts
make -C /OpenROAD-flow-scripts/flow DESIGN_CONFIG=/design/flow/config.mk WORK_HOME=/design/flow/orfs finish
```
`flow/config.mk`:
```
export PLATFORM = sky130hd
export DESIGN_NAME = counter_peripheral
export DESIGN_NICKNAME = counter_peripheral
export VERILOG_FILES = /design/flow/design.v
export SDC_FILE = /design/flow/constraint.sdc
export NUM_CORES = 4
export LEC_CHECK = 1
export CORE_UTILIZATION = 40
```
`flow/constraint.sdc`:
```
current_design counter_peripheral

set clk_period 7.4
set clk_io_pct 0.2

create_clock -name clk0 -period $clk_period [get_ports {clk}]

set non_clock_inputs [all_inputs -no_clocks]
set_input_delay [expr $clk_period * $clk_io_pct] -clock clk0 $non_clock_inputs
set_output_delay [expr $clk_period * $clk_io_pct] -clock clk0 [all_outputs]
```
`flow/design.v`:
```
module counter_peripheral (
    input  logic        clk,
    input  logic        rst_n,
    input  logic        awvalid,
    output logic        awready,
    input  logic [31:0] awaddr,
    input  logic        wvalid,
    output logic        wready,
    input  logic [31:0] wdata,
    input  logic [3:0]  wstrb,
    output logic        bvalid,
    input  logic        bready,
    output logic [1:0]  bresp,   
    input  logic        arvalid,
    output logic        arready,
    input  logic [31:0] araddr,
    output logic        rvalid,
    input  logic        rready,
    output logic [31:0] rdata,
    output logic [1:0]  rresp    
);
    logic [31:0] ctrl;
    logic [31:0] count;
    logic [31:0] init_val;
    logic        counting;
    logic        ctrl_prev;   
    typedef enum logic [1:0] {
        W_IDLE,
        W_WAIT_DATA,
        W_RESPONSE
    } write_state_t;
    write_state_t wr_state;
    logic [31:0] wr_addr_reg;
    typedef enum logic [1:0] {
        R_IDLE,
        R_RESPONSE
    } read_state_t;
    read_state_t rd_state;
    logic [31:0] rd_addr_reg;
    always_ff @(posedge clk or negedge rst_n) begin
        if (!rst_n) begin
            ctrl <= 32'd0;
            init_val <= 32'd0;
            wr_state <= W_IDLE;
            wr_addr_reg <= 32'd0;
            awready <= 1'b0;
            wready <= 1'b0;
            bvalid <= 1'b0;
            bresp <= 2'b00;
        end else begin
            case (wr_state)
                W_IDLE: begin
                    awready <= 1'b1;
                    wready <= 1'b1;
                    bvalid <= 1'b0;
                    if (awvalid && awready) begin
                        wr_addr_reg <= awaddr;
                        awready <= 1'b0;
                        if (wvalid && wready) begin
                            case (awaddr)
                                32'h00: ctrl <= wdata;
                                32'h08: init_val <= wdata;
                                default: ;
                            endcase
                            wr_state <= W_RESPONSE;
                            wready <= 1'b0;
                            bvalid <= 1'b1;
                            bresp <= 2'b00;  
                        end else begin
                            wr_state <= W_WAIT_DATA;
                        end
                    end else if (wvalid && wready) begin
                        wready <= 1'b0;
                        wr_state <= W_WAIT_DATA;  
                    end
                end
                W_WAIT_DATA: begin
                    if (wvalid && !wready) begin
                        wready <= 1'b1;
                        case (wr_addr_reg)
                            32'h00: ctrl <= wdata;
                            32'h08: init_val <= wdata;
                            default: ;
                        endcase
                        wr_state <= W_RESPONSE;
                        wready <= 1'b0;
                        bvalid <= 1'b1;
                        bresp <= 2'b00;
                    end else if (awvalid && !awready) begin
                        awready <= 1'b1;
                        wr_addr_reg <= awaddr;
                        case (awaddr)
                            32'h00: ctrl <= wdata;
                            32'h08: init_val <= wdata;
                            default: ;
                        endcase
                        wr_state <= W_RESPONSE;
                        awready <= 1'b0;
                        bvalid <= 1'b1;
                        bresp <= 2'b00;
                    end
                end
                W_RESPONSE: begin
                    if (bvalid && bready) begin
                        bvalid <= 1'b0;
                        wr_state <= W_IDLE;
                    end
                end
            endcase
        end
    end
    always_ff @(posedge clk or negedge rst_n) begin
        if (!rst_n) begin
            count <= 32'd0;
            counting <= 1'b0;
            ctrl_prev <= 1'b0;
        end else begin
            ctrl_prev <= ctrl[0];
            if (!ctrl_prev && ctrl[0]) begin
                count <= init_val;
                counting <= 1'b1;
            end else if (ctrl[0] && counting) begin
                count <= count + 1;
            end else if (!ctrl[0]) begin
                counting <= 1'b0;
            end
        end
    end
    always_ff @(posedge clk or negedge rst_n) begin
        if (!rst_n) begin
            rd_state <= R_IDLE;
            rd_addr_reg <= 32'd0;
            arready <= 1'b0;
            rvalid <= 1'b0;
            rdata <= 32'd0;
            rresp <= 2'b00;
        end else begin
            case (rd_state)
                R_IDLE: begin
                    arready <= 1'b1;
                    rvalid <= 1'b0;
                    if (arvalid && arready) begin
                        rd_addr_reg <= araddr;
                        arready <= 1'b0;
                        rvalid <= 1'b1;
                        rresp <= 2'b00;  
                        case (araddr)
                            32'h00: rdata <= ctrl;
                            32'h04: rdata <= count;
                            32'h08: rdata <= init_val;
                            default: begin
                                rdata <= 32'd0;
                                rresp <= 2'b10;  
                            end
                        endcase
                        rd_state <= R_RESPONSE;
                    end
                end
                R_RESPONSE: begin
                    if (rvalid && rready) begin
                        rvalid <= 1'b0;
                        rd_state <= R_IDLE;
                    end
                end
            endcase
        end
    end
endmodule
```
==> metrics.txt <==
# HELP chip_impl_metric Yosys and OpenROAD flow results
# TYPE chip_impl_metric gauge
chip_impl_metric{name="pre_cts_slack",unit="ps"} 3420
chip_impl_metric{name="synth.cell_area",unit="mm2"} 0.00821
chip_impl_metric{name="fin_setup_tns",unit="ps"} 0
chip_impl_metric{name="postRouteWirelength",unit="um"} 20400
chip_impl_metric{name="core-area",unit="mm2"} 0.0202
chip_impl_metric{name="drt.antenna.violating_nets",unit=""} 0
chip_impl_metric{name="first_global_vias",unit=""} 6207
chip_impl_metric{name="largest_net_degree_at_the_start_of_global_routing",unit=""} 74
chip_impl_metric{name="fillCellCount",unit=""} 1842
chip_impl_metric{name="synth_xor_xnor_area_share",unit="%"} 0.213
chip_impl_metric{name="layout-drive-gt1-share",unit="%"} 16.3
chip_impl_metric{name="drv.max_cap_violation_count",unit=""} 0
chip_impl_metric{name="setup_slack",unit="ps"} 3850
chip_impl_metric{name="grt_remaining_overflow",unit=""} 0
chip_impl_metric{name="die_height",unit="um"} 145
chip_impl_metric{name="yosysCellCount",unit=""} 771
chip_impl_metric{name="cts_num_sinks",unit=""} 173
chip_impl_metric{name="pwr_dens",unit="mW/mm2"} 186
chip_impl_metric{name="io_pins",unit=""} 148
chip_impl_metric{name="hpwlAfterDp",unit="um"} 13700
chip_impl_metric{name="port_buffers",unit=""} 140
chip_impl_metric{name="final.setup_skew",unit="ps"} 12.9
chip_impl_metric{name="syn_area_per_cell",unit="um2"} 10.6
chip_impl_info{name="tritoncts_clock_tree",value="built"} 1
chip_impl_info{name="r2r-start",value="wr_addr_reg[16]"} 1
chip_impl_metric{name="post-cts-setup-buffer-count",unit=""} 0
chip_impl_metric{name="clk-insertion-delay-late",unit="ps"} 430
chip_impl_metric{name="synth_warnings",unit=""} 1
chip_impl_info{name="rsz0062_at_grt",value="no"} 1
chip_impl_metric{name="power_leakage",unit="uW"} 0.00474
chip_impl_metric{name="ctsLongestPathBuffers",unit=""} 2
chip_impl_metric{name="synth_seq_share",unit="%"} 52.8
chip_impl_metric{name="cts_buffers",unit=""} 17
chip_impl_metric{name="detail_route.drc_violations",unit=""} 0
chip_impl_metric{name="clock_slew_at_reported_path_ffs",unit="ps"} 70
chip_impl_metric{name="route.detailed.vias_per_inst",unit=""} 5.45
chip_impl_metric{name="vdd_ir_drop_max",unit="V"} 0.000140
chip_impl_metric{name="regArea",unit="mm2"} 0.00433
chip_impl_metric{name="antenna-diode-count",unit=""} 0
chip_impl_metric{name="synth_cells",unit=""} 771
chip_impl_metric{name="worst_pin_slew",unit="ps"} 749
chip_impl_metric{name="initial_core_util",unit="%"} 40.7
chip_impl_metric{name="cts_hold_buf",unit=""} 0
chip_impl_metric{name="finalInstanceArea",unit="mm2"} 0.0105
chip_impl_metric{name="postPlaceCellArea",unit="mm2"} 0.00988
chip_impl_metric{name="num_rows",unit=""} 52
chip_impl_info{name="dominant_comb_cell",value="multiplexers"} 1
chip_impl_metric{name="fmax",unit="GHz"} 0.282
chip_impl_metric{name="antenna_found_initial",unit=""} 0
chip_impl_info{name="ys.flop_type",value="sky130_fd_sc_hd__dfrtp_1"} 1
chip_impl_metric{name="fa_ha_area_share",unit="%"} 0.152
chip_impl_info{name="top_cell",value="sky130_fd_sc_hd__dfrtp_1"} 1
chip_impl_metric{name="post_synth_ao_oa_area_fraction",unit="%"} 14.4
chip_impl_metric{name="routed_wire_length_per_instance",unit="um"} 17.3
chip_impl_metric{name="numSynthFlops",unit=""} 173
chip_impl_info{name="outcome",value="completed"} 1
chip_impl_info{name="timing_worst_setup_path_type",value="in2reg"} 1
chip_impl_metric{name="logic_area",unit="mm2"} 0.00366
chip_impl_metric{name="async_flop_share",unit="%"} 100
chip_impl_metric{name="synth_simple_gate_area_share",unit="%"} 14.1
chip_impl_metric{name="die_area",unit="mm2"} 0.0211
chip_impl_metric{name="final_min_period_over_clock_period",unit="%"} 48.0
chip_impl_metric{name="cts.repair.resized",unit=""} 0
chip_impl_metric{name="iter_0_drt_violations",unit=""} 427
chip_impl_metric{name="finalSetupViolations",unit=""} 0
chip_impl_metric{name="yosys_area",unit="mm2"} 0.00821
chip_impl_metric{name="gr-usage-all-layers",unit="%"} 20.6
chip_impl_info{name="yosys.area.top_type",value="sky130_fd_sc_hd__dfrtp_1"} 1
chip_impl_metric{name="post_synth_mux_area_share",unit="%"} 15.0
chip_impl_info{name="synth.cells.most_frequent",value="sky130_fd_sc_hd__dfrtp_1, sky130_fd_sc_hd__nand2_1, sky130_fd_sc_hd__mux2_2, sky130_fd_sc_hd__a21oi_1, sky130_fd_sc_hd__o21ai_0"} 1
chip_impl_info{name="startpoint",value="awvalid"} 1
chip_impl_info{name="startpoint_type",value="primary input"} 1
chip_impl_metric{name="synth.distinct_cells",unit=""} 55
chip_impl_metric{name="routed-via-count",unit=""} 6405
chip_impl_info{name="buffer_type_at_the_clock_tree_root",value="sky130_fd_sc_hd__clkbuf_16"} 1
chip_impl_metric{name="h_tree_levels",unit=""} 4
chip_impl_info{name="critical_path.endpoint_type",value="flip-flop"} 1
chip_impl_metric{name="fp.dieW",unit="um"} 145
chip_impl_metric{name="timing.final.max_slew_violations",unit=""} 0
chip_impl_metric{name="synth-edff-count",unit=""} 0
chip_impl_metric{name="warnings",unit=""} 29
chip_impl_metric{name="critical_path_peak_fanout",unit=""} 32
chip_impl_metric{name="drt_pass1_iterations",unit=""} 6
chip_impl_info{name="hold_path.class",value="reg2reg"} 1
chip_impl_info{name="netlist_top_cells_area",value="sky130_fd_sc_hd__dfrtp_1, sky130_fd_sc_hd__mux2_2, sky130_fd_sc_hd__nand2_1"} 1
chip_impl_metric{name="yosys.area.top_type_share",unit="%"} 52.1
chip_impl_metric{name="hold_viol_final",unit=""} 0
chip_impl_info{name="min_from",value="ctrl[7]"} 1
chip_impl_metric{name="gp_congestion",unit=""} 0.885
chip_impl_metric{name="worstPathArrival",unit="ps"} 3860
chip_impl_metric{name="required",unit="ps"} 7710
chip_impl_metric{name="layout_min_cycle_time",unit="ps"} 3550
chip_impl_metric{name="relSlewSlack",unit="%"} 49.9
chip_impl_metric{name="wire_length_of_the_first_global_routing_pass",unit="um"} 33600
chip_impl_metric{name="area_growth_syn_to_layout",unit="%"} 27.6
## worst max-delay path, stage by stage
cell                              delay, ps
sky130_fd_sc_hd__clkdlybuf4s50_1        640
sky130_fd_sc_hd__nor4b_1                330
sky130_fd_sc_hd__nand4_1                140
sky130_fd_sc_hd__nor4_1                 350
sky130_fd_sc_hd__buf_4                  200
sky130_fd_sc_hd__a2bb2oi_4               50
sky130_fd_sc_hd__buf_4                  280
sky130_fd_sc_hd__mux2_1                 360
## cells by family after synthesis
logic type / count (synthesis)
flip-flops: 173
AND/OR/NAND/NOR: 236
buffers and inverters: 64
multiplexers: 111
AND-OR/OR-AND: 183
adder cells (fa/ha/maj): 1
XOR/XNOR: 2
other: 1
## where the power goes
part / switching [uW] / internal, uW / total, uW
clock: 424 / 483 / 907
sequential: 0 / 945 / 945
combinational: 43.6 / 52.9 / 96.6
## final timing paths
kind / endpoint / slack, ps / cells after the start
setup / recovery: init_val[22] / 3850 / 8
hold / removal: rdata[7] / 470 / 2
setup reg to reg: init_val[22] / 4880 / 6
hold reg to reg: rdata[7] / 470 / 2
max in group asynchronous: ctrl_prev / 5180 / 2
min in group asynchronous: wr_state[2] / 1070 / 1
## stage by stage
| stage | cells | total power [uW] | util (%) | hold WS (ps) |
|---|---|---|---|---|
| 2_1_floorplan | 773 | 977 | - | 426 |
| 3_3_place_gp | 1144 | 1060 | 49.0 | 448 |
| 3_5_place_dp | 1144 | 1060 | 49.0 | 451 |
| 4_1_cts | 1176 | 1970 | 51.9 | 469 |
| 5_1_grt | 1176 | 2010 | 51.9 | 479 |
| 6_report | 1176 | 1950 | 51.9 | 467 |
## final cells by class
type | count | share of cell area [%]
Clock buffer | 17 | 4.06
Clock inverter | 15 | 1.58
Inverter | 10 | 0.358
Multi-Input combinational cell | 536 | 34.9
Sequential cell | 173 | 41.4
Tap cell | 270 | 3.23
Timing Repair Buffer | 155 | 14.5
## layout by cell type, fill, tap and decap left out, drive strengths merged, types with 9 or more instances in the layout
cell type      count
nand2            100
clkdlybuf4s50    139
dfrtp            171
a22oi             27
mux2i             14
o21ai             42
inv               19
a22o              22
a21oi             55
o22ai              9
clkbuf            17
nand3             23
nor2              28
buf               16
nor4              27
mux2              97
nand4             20
## layer usage
metal / share of wire (%) / GRT usage [%] / up-vias
met3: 4.5 / 3.66 / 19
met5: 0 / 0 / -
met1: 49 / 33.9 / 3137
met4: 0.97 / 1.89 / 0
met2: 45 / 30.8 / 158
li1: - / - / 3091
Power figures rest on the tool's default switching activity, not on a simulated workload.
